--- design/flow/design.v ---
module
	UART_RX (
		input clk, rst,
		input en,
		input uart_rxd,
		output reg ready,
		output reg [7 : 0] data
	);
	reg [2 : 0] status_cur;
	reg [9 : 0] counter;
	reg [2 : 0] bits_counter;
	initial begin
		status_cur = 3'h7;
		ready = 0;
		data = 0;
		counter = 0;
		bits_counter = 0;
	end
	always @(posedge clk) begin
		if(rst | ~en) begin
			status_cur <= 3'h7;
			ready <= 0;
			data <= 0;
			counter <= 0;
			bits_counter <= 0;
		end
		else begin
			case(status_cur)
				3'h7 : begin
					status_cur <= 3'h0;
					ready <= 0;
					data <= 0;
					counter <= 0;
					bits_counter <= 0;
				end
				3'h0 : begin
					if(!uart_rxd) status_cur <= 3'h1;
					counter <= 0;
				end
				3'h1 : begin
					if(counter == 109) begin
						counter <= 0;
						status_cur <= 3'h2;
					end
					else begin
						counter <= counter + 1;
					end
					ready <= 0;
					bits_counter <= 0;
				end
				3'h2 : begin
					if(counter == 217) begin
						if(bits_counter == 7) begin
							status_cur <= 3'h3;
						end
						bits_counter <= bits_counter + 1;
						counter <= 0;
						data <= {uart_rxd, data[7 : 1]};
					end
					else begin
						counter <= counter + 1;
					end
				end
				3'h3 : begin
					if(counter == 217) begin
						status_cur <= 3'h0;
						ready <= uart_rxd;
					end
					else begin
						counter <= counter + 1;
					end
				end
				default : begin
					status_cur <= 3'h7;
					ready <= 0;
					data <= 0;
					counter <= 0;
					bits_counter <= 0;
				end
			endcase
		end
	end
endmodule
module
	UART_TX (
		input clk, rst,
		input en, ready,  
		input [7 : 0] data,
		output uart_txd,
		output reg transmitted
	);
	reg [2 : 0] status_cur;
	reg [9 : 0] counter;
	reg [2 : 0] bits_counter;
	initial begin
		status_cur = 3'h7;
		counter = 0;
		bits_counter = 0;
		transmitted = 0;
	end
	always @(posedge clk) begin
		if (rst | ~en) begin
			status_cur <= 3'h7;
			counter <= 0;
			bits_counter <= 0;
			transmitted <= 0;
		end
		else begin
			case(status_cur)
				3'h7 : begin
					status_cur <= 3'h0;
					counter <= 0;
					bits_counter <= 0;
					transmitted <= 0;
				end
				3'h0 : begin
					if (ready) begin
						status_cur <= 3'h1;
						counter <= 0;
					end
				end
				3'h1 : begin
					if (counter == 217) begin
						status_cur <= 3'h2;
						counter <= 0;
						bits_counter <= 0;
					end
					else begin
						counter <= counter + 1;
					end
				end
				3'h2 : begin
					if (counter == 217) begin
						if (bits_counter == 7) begin
							transmitted <= 1;
							status_cur <= 3'h3;
						end
						bits_counter <= bits_counter + 1;
						counter <= 0;
					end
					else begin
						counter <= counter + 1;
					end
				end
				3'h3 : begin
					if (counter == 217) begin
						status_cur <= 3'h0;
						transmitted <= 0;
						counter <= 0;
					end
					else begin
						counter <= counter + 1;
					end
				end
				default : begin
					status_cur <= 3'h7;
					counter <= 0;
					bits_counter <= 0;
					transmitted <= 0;
				end
			endcase
		end
	end
	assign uart_txd = status_cur == 3'h2 ? data[bits_counter] : (status_cur == 3'h1 ? 0 : 1);
endmodule
module
	QUEUE #(
		parameter WIDTH = 8,
		parameter DEPTH = 8
	)
	(
		input							clk, rst,
		input							en,
		input							enqueue, dequeue,
		input			[7 : 0]			enqueue_data,
		output			[7 : 0]			queue_head_data,
		output							empty, full
	);
	reg		[WIDTH - 1 : 0]		fifo_queue			[0 : (1 << DEPTH) - 1];
	reg		[DEPTH - 1 : 0]		head, rear;
	integer i;
	initial begin
		for(i = 0; i < 1 << DEPTH; i = i + 1) begin
			fifo_queue[i] = 0;
		end
		head = 0;
		rear = 0;
	end
	always @(posedge clk) begin
		if(rst | ~en) begin						 
			head <= 0;
			rear <= 0;
		end
		else begin								 
			if(enqueue && dequeue) begin
				fifo_queue[rear] <= enqueue_data;
				head <= head + 1;
				rear <= rear + 1;
			end
			else begin
				if(enqueue && !full) begin
					fifo_queue[rear] <= enqueue_data;
					rear <= rear + 1;
				end
				if(dequeue && !empty) begin
					head <= head + 1;
				end
			end
		end
	end
	assign queue_head_data = fifo_queue[head];
	assign empty = (head == rear);
	assign full = ((rear + 1) % (1 << DEPTH) == head);
endmodule
module SLU (
    input                   [31 : 0]                addr,
    input                   [ 3 : 0]                dmem_access,
    input                   [31 : 0]                rd_in,
    input                   [31 : 0]                wd_in,
    output      reg         [31 : 0]                rd_out,
    output      reg         [31 : 0]                wd_out,
    output      reg         [0:0]                   wd_we,
    output      reg         [1:0]                   mask
);
always@(*) begin
    case(dmem_access)
        4'B0000: mask = 2'b10;
        4'B0001: mask = 2'b01;
        4'B0010: mask = 2'b00;
        4'B0100: mask = 2'b01;
        4'B0011: mask = 2'b00;
        4'B1000: mask = 2'b10;
        4'B1001: mask = 2'b01;
        4'B1011: mask = 2'b00;
    endcase
end
always @(*) begin
    case (dmem_access)
        4'B0000:begin
            rd_out = rd_in;
            wd_out = 0;
            wd_we = 0;
        end 
        4'B0001:begin
            if(addr % 4 == 0)begin
                rd_out = {{16{rd_in[15]}},rd_in[15:0]};
            end
            if(addr % 4 == 1)begin
                rd_out = {{16{rd_in[23]}},rd_in[23:8]};
            end
            if(addr % 4 == 2)begin
                rd_out = {{16{rd_in[31]}},rd_in[31:16]};
            end
            wd_out = 0;
            wd_we = 0;
        end
        4'B0010:begin
            if(addr % 4 == 0)begin
                rd_out = {{24{rd_in[7]}},rd_in[7:0]};
            end
            if(addr % 4 == 1)begin
                rd_out = {{24{rd_in[15]}},rd_in[15:8]};
            end
            if(addr % 4 == 2)begin
                rd_out = {{24{rd_in[23]}},rd_in[23:16]};
            end
            if(addr % 4 == 3)begin
                rd_out = {{24{rd_in[31]}},rd_in[31:24]};
            end
            wd_out = 0;
            wd_we = 0;
        end
        4'B0100:begin
            if(addr % 4 == 0)begin
                rd_out = {{16{1'b0}},rd_in[15:0]};
            end
            if(addr % 4 == 1)begin
                rd_out = {{16{1'b0}},rd_in[23:8]};
            end
            if(addr % 4 == 2)begin
                rd_out = {{16{1'b0}},rd_in[31:16]};
            end
            wd_out = 0;
            wd_we = 0;
        end
        4'B0011:begin
            if(addr % 4 == 0)begin
                rd_out = {{24{1'b0}},rd_in[7:0]};
            end
            if(addr % 4 == 1)begin
                rd_out = {{24{1'b0}},rd_in[15:8]};
            end
            if(addr % 4 == 2)begin
                rd_out = {{24{1'b0}},rd_in[23:16]};
            end
            if(addr % 4 == 3)begin
                rd_out = {{24{1'b0}},rd_in[31:24]};
            end
            wd_out = 0; 
            wd_we = 0;          
        end
        4'B1000:begin
            rd_out = 0;
            wd_out = wd_in;  
            wd_we = 1;
        end
        4'B1001:begin
            rd_out = 0;
            if (addr % 4 == 0) begin
                wd_out = {rd_in[31:16],wd_in[15:0]};    
            end
            if (addr % 4 == 1) begin
                wd_out = {rd_in[31:24],wd_in[15:0],rd_in[7:0]};    
            end
            if (addr % 4 == 2) begin
                wd_out = {wd_in[15:0],rd_in[15:0]};    
            end
            wd_we = 1;     
        end
        4'B1011:begin
            rd_out = 0;
            if (addr % 4 == 0) begin
                wd_out = {rd_in[31:8],wd_in[7:0]};    
            end
            if (addr % 4 == 1) begin
                wd_out = {rd_in[31:16],wd_in[7:0],rd_in[7:0]};   
            end
            if (addr % 4 == 2) begin
                wd_out = {rd_in[31:24],wd_in[7:0],rd_in[15:0]};    
            end
            if (addr % 4 == 3) begin
                wd_out = {wd_in[7:0],rd_in[23:0]};    
            end
            wd_we = 1;         
        end
        default: begin
            rd_out = 0;
            wd_out = 0;
            wd_we = 0;
        end
    endcase
end
endmodule
--- design/flow/run.sh ---
#!/bin/bash
# OpenROAD 26Q1-2900-gdf79404cd8, Yosys 0.63+post, stock flow scripts
make -C /OpenROAD-flow-scripts/flow DESIGN_CONFIG=/design/flow/config.mk WORK_HOME=/design/flow/orfs finish
--- design/flow/config.mk ---
export PLATFORM = sky130hd
export DESIGN_NAME = SLU
export DESIGN_NICKNAME = SLU
export VERILOG_FILES = /design/flow/design.v
export SDC_FILE = /design/flow/constraint.sdc
export NUM_CORES = 4
export LEC_CHECK = 1
export CORE_UTILIZATION = 30
export SYNTH_HDL_FRONTEND = slang
--- design/flow/constraint.sdc ---
current_design SLU

set clk_period 1.0
set clk_io_pct 0.2

create_clock -name clk0 -period $clk_period

set non_clock_inputs [all_inputs -no_clocks]
set_input_delay [expr $clk_period * $clk_io_pct] -clock clk0 $non_clock_inputs
set_output_delay [expr $clk_period * $clk_io_pct] -clock clk0 [all_outputs]
==> GITHUB_STEP_SUMMARY <==
## Implementation flow summary

| Metric | Value |
|---|---|
| Outcome | complete, no violations |
| Top cells by area | dlxtp_1, nand2_1, mux2i_1, o21ai_0, a21oi_1 |
| Worst path bufs/invs | 2 |
| CP Cell Sequence | clkdlybuf4s15_1 > nand2b_4 > a21oi_2 > buf_2 |
| Ys Warns | 0 |
| Die area | 10900 µm² |
| Reg area | between 900 and 1000 µm² |
| Register pins left without a clock | between 60 and 70 |
| Proportion of layout cells with a drive suffix above 1 | 7.34% |
| Max-Cap Viols | 0 |
| CP Capture Type | output pin |
| Vias in the first global route | 3254 |
| Setup crit start kind | primary input |
| Max Slew Vio Count | 0 |
| WS Path Type | primary input to output pin |
| Most numerous logic cell after layout | clkdlybuf4s50_1 |
| Post-synth top area cell | dlxtp_1 |
| Critical-path top delay cell | clkdlybuf4s15_1 |
| WL/cell | 16.7 µm |
| Pwr per Cell Area | between 300 and 400 nW/µm² |
| Pre-antenna DRT Iters | 5 |
| Standard-cell rows | 37 |
| HP Class | primary input to output pin |
| Via-to-Cell Ratio | approximately 5.2 |
| Final Hold Viols | 0 |
| F_max | between 1 and 1.5 GHz |
| Synth Instances | 411 |
| Library cells used by synthesis | 51 |
| Setup WS pre-CTS | -0.638 ns |
| Core footprint | between 10000 and 15000 µm² |
| Most numerous logic cells after layout | clkdlybuf4s50_1, nand2_1, dlxtp_1 |
| Post-synth EDFFs | 0 |
| CP peak stage delay | 0.18 ns |
| Tool warnings | between 60 and 70 |
| Hold buffer count at cts | 0 |
| Vias post-DR | 3491 |
| Synth Area per Inst | between 7 and 8 µm² |
| Final GP Congestion | approximately 0.9 |
| Comb. cell area | 2010 µm² |
| Die width | 104 µm |
| Pleak | 1.91 nW |
| First-pass GRT wire length | roughly 18000 µm |
| Arr. time, crit path | 0.72 ns |
| YS chip area | 3150 µm² |
| DPL Wire Length | between 8000 and 9000 µm |
| Post-route insts no fill | around 670 |
| Antenna violations before repair | 0 |
| Routed Antenna Nets | 0 |
| Remaining DRCs | 0 |
| Unrepaired setup endpoints after global routing | no |
| Critical path fanouts, max | 2 |
| Initial DRC count | 223 |
| # diodes | 0 |
| Final core occ | between 40% and 50% |
| Yosys cell count | 411 |
| Largest delay contributor family on the critical path | buffers and inverters |
| CP required | 0.80 ns |
| Layout fillers | approximately 1000 |
| Top Ports | 167 |
| Grt ovf | 0 |
| Max transition margin | 48.6% |
| Tcrit/Tclk final | 92.1% |
| Final setup margin | 0.0795 ns |
| Post-Synthesis Cell Area | about 3200 µm² |
| Most used DFF post-synth | dlxtp_1 |
| Fin area | 4660 µm² |
| Number of unconstrained endpoints | 132 |
| Dominant cell area share | 31.5% |
| Port Buffers | 137 |
| Ys flops | 66 |
| Post-DP Area | around 4700 µm² |
| Area Growth Syn to Fin | 48.0% |
| Tmin final | ~0.92 ns |
| Final Setup Violations | 0 |
| Die height | 104 µm |
| Final WL | 11100 µm |
| Least-Margin Pin Slew | 0.767 ns |
| Placed cells | 666 |
| Largest net degree at the start of global routing | 64 |
| Global-route usage over all layers | around a fifth |
| Ys async rst share | 0% |
| Peak VDD IR | roughly 0.00033 V |
| Initial Util | 30.8% |
-- layer usage --
metal  vias up  GRT usage, %  share of wire (%)
met1      1596          29.6                 44
met2       131          35.2                 49
met4         0          2.86                1.4
li1       1756             -                  -
met5         -             0                  0
met3         8          1.73                5.7
-- area by class of cell --
| type | count | share of cell area, % |
|---|---|---|
| Inverter | 6 | 0.483 |
| Multi-Input combinational cell | 307 | 43.1 |
| Sequential cell | 66 | 21.3 |
| Tap cell | 136 | 3.65 |
| Timing Repair Buffer | 152 | 31.5 |
-- path summary, 6_finish.rpt --
kind | slack [ns] | startpoint | endpoint | depth (start not counted)
max | 0.08 | dmem_access[2] | wd_we | 4
min | 0.79 | dmem_access[1] | wd_we | 3
-- metrics by stage --
stage / power [mW] / TNS [ns] / hold WS [ns]
2_1_floorplan: 0.821 / 0 / 0.558
3_3_place_gp: 1.65 / -0.605 / 1.35
3_5_place_dp: 1.65 / -0.638 / 1.36
4_1_cts: 1.66 / 0 / 0.797
5_1_grt: 1.79 / 0 / 0.817
6_report: 1.65 / 0 / 0.791
-- flip-flops by register name (all words and copies together) (netlist names) --
signal	cells
mask	2
wd_out	32
rd_out	32
-- Yosys cell counts, types with 3 or more instances --
library cell,count
o21ai_0,31
nand3_1,18
o21a_1,7
o211ai_1,8
clkbuf_1,6
a221oi_1,9
buf_1,5
a21o_1,10
mux2i_1,25
a211o_1,9
a22o_1,9
o31ai_1,8
nand2_1,78
nor2b_1,5
nor3_2,3
a222oi_1,7
nor2_1,14
buf_2,19
nand2b_1,8
mux2_2,6
a221o_1,6
a21oi_1,19
inv_1,3
dlxtp_1,66
-- cell families after synthesis --
family | share of synthesized area (%)
buffers and inverters | 5.52
latches | 31.5
XOR/XNOR | 0.278
AND-OR/OR-AND | 32.7
multiplexers | 10.1
AND/OR/NAND/NOR | 20.0
-- report_power, final --
| group | internal [mW] | total (mW) | switching, mW |
|---|---|---|---|
| Clock | 0 | 0 | 0 |
| Combinational | 0.774 | 1.42 | 0.645 |
| Sequential | 0.194 | 0.233 | 0.0390 |
-- timing repair --
item	in CTS	in global routing
setup endpoints to repair	1	1
setup buffers	1	0
pin swaps	1	0
gates resized	10	1
hold endpoints to repair	0	0
gates cloned	0	0
No activity file was given, so power comes from the tool's default toggle rates.
